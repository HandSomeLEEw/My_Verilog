--- design/flow/design.v ---
`timescale 1ns / 1ps
module seven_seg_LED(
input [3:0] num1,num2,
input cin,clk,
output reg [7:0] an,
output [6:0] gout,
output cout
    );
reg a1,a2,a3,a4,b1,b2,b3,b4;
reg [6:0] gout;
reg [1:0] pos;
wire [3:0] sum;
reg [3:0] gin;
reg [10:0] segclk;
always @(*) 
begin 
	case (pos)
		2'b00: an =8'b1111_1110; 
		2'b01: an =8'b0111_1111;
		2'b10: an =8'b1011_1111;
		2'b11: an =8'b1111_1111;
		default;
	endcase
end
always @(posedge clk) 
begin
	segclk=segclk+1; 
	if(segclk[10]==1) 
	begin
		segclk=0;
		case (pos)
			2'b00:
				begin
					pos=2'b01;
					gin=num1;
				end
			2'b01:
				begin
					pos=2'b10;
					gin=num2;
				end
			2'b10:
				begin
					pos=2'b11;
					gin=sum;
				end
			2'b11:
				begin
					pos=2'b00;
				end
			default ;
		endcase
	end
end
always @(*) 
begin 
	case (gin)
		4'h0:gout=7'b000_0001;
		4'h1:gout=7'b100_1111;
		4'h2:gout=7'b001_0010;
		4'h3:gout=7'b000_0110;
		4'h4:gout=7'b100_1100;
		4'h5:gout=7'b010_0100;
		4'h6:gout=7'b010_0000;
		4'h7:gout=7'b000_1111;
		4'h8:gout=7'b000_0000;
		4'h9:gout=7'b000_1100;
		4'ha:gout=7'b000_1000;
		4'hb:gout=7'b110_0000;
		4'hc:gout=7'b111_0010;
		4'hd:gout=7'b100_0010;
		4'he:gout=7'b011_0000;
		4'hf:gout=7'b011_1000;
		default :gout=7'b111_1111;
	endcase
end
endmodule
--- design/flow/run.sh ---
#!/bin/bash
# OpenROAD 26Q1-2900-gdf79404cd8, Yosys 0.63+post, stock flow scripts
make -C /OpenROAD-flow-scripts/flow DESIGN_CONFIG=/design/flow/config.mk WORK_HOME=/design/flow/orfs finish
--- design/flow/config.mk ---
export PLATFORM = sky130hd
export DESIGN_NAME = seven_seg_LED
export DESIGN_NICKNAME = seven_seg_LED
export VERILOG_FILES = /design/flow/design.v
export SDC_FILE = /design/flow/constraint.sdc
export NUM_CORES = 4
export LEC_CHECK = 1
export CORE_AREA = 10 10 88 88
export DIE_AREA = 0 0 98 98
--- design/flow/constraint.sdc ---
current_design seven_seg_LED

set clk_period 3.5
set clk_io_pct 0.2

create_clock -name clk0 -period $clk_period [get_ports {clk}]

set non_clock_inputs [all_inputs -no_clocks]
set_input_delay [expr $clk_period * $clk_io_pct] -clock clk0 $non_clock_inputs
set_output_delay [expr $clk_period * $clk_io_pct] -clock clk0 [all_outputs]
==> impl_metrics.env <==
# flow metrics
export IMPL_status="completed"
export IMPL_die_w_um=98
export IMPL_period_needed_ns=2.750
export IMPL_clock_sinks=25
export IMPL_ant_nets=0
export IMPL_viasPerCell=3.843
export IMPL_area_growth_pct=24.02
export IMPL_grt_pass1_vias=754
export IMPL_drv_cap=0
export IMPL_grt_pass1_wl_mm=3.415
export IMPL_endpoint_kind="flop"
export IMPL_h_tree_depth=1
export IMPL_syn_cell_area_sq_um=1219
export IMPL_drt_wl_total_mm=2.088
export IMPL_clock_skew_ns=0.002945
export IMPL_p_switching_uw=96.51
export IMPL_holdCritPathClass="reg -> reg"
export IMPL_finalWorstSetupSlack_ns=0.7503
export IMPL_cts_resized=0
export IMPL_gp_congestion=0.7827
export IMPL_peakVddDrop_mv=0.1289
export IMPL_cts_hold_buf=0
export IMPL_die_area_sq_um=9604
export IMPL_cts_root_buf="clkbuf_8"
export IMPL_warnings=30
export IMPL_slew_violations=0
export IMPL_required_ns=3.68
export IMPL_wl_met3_um=88
export IMPL_synth_cells=110
export IMPL_first_pass_iters=2
export IMPL_grtUsageTotal_pct=3.992
export IMPL_floorplan_core_util_pct=20.58
export IMPL_r2r_setup_slack_ns=0.75
export IMPL_p_int_uw=390.4
export IMPL_core_sq_um=5921
export IMPL_fp_dieH_um=98
export IMPL_rows=28
export IMPL_comb_power_share_pct=2.6
export IMPL_setup_violations_final=0
export IMPL_tns_ns=0
export IMPL_cp_common_cell="ha_1"
export IMPL_yosysWarnings=6
export IMPL_path_class="reg -> reg"
export IMPL_postLayoutCoreUtil_pct=25.53
export IMPL_critPathSlowestCell="nor4_4"
export IMPL_first_iter_violations=30
export IMPL_pin_count=26
export IMPL_path_clk_slew_ns=0.09
export IMPL_switching_share_pct=19.82
export IMPL_post_route_period_util_pct=78.56
export IMPL_whs_ns=0.4302
export IMPL_placed_area_sq_um=1461
export IMPL_numCtsBuffers=3
export IMPL_cp_max_fo=10
export IMPL_fmax_ghz=0.3637
export IMPL_yosysUniqueCellTypes=29
export IMPL_dpl_hpwl_mm=1.609
export IMPL_maxSlewHeadroom_pct=46.58
export IMPL_synth_flops=25
export IMPL_p_leak_uw=0.0006002
export IMPL_route_top_layer_used="met4"
export IMPL_cts_tree="done"
export IMPL_insertion_delay_ns=0.27
export IMPL_layout_drive_gt1_share_pct=13.18
export IMPL_n_fill_cell=623
export IMPL_post_route_drc_count=0
export IMPL_wl_met1_mm=1.092
export IMPL_crit_family="simple AND/OR/NAND/NOR gates"
export IMPL_syn_area_per_cell_sq_um=11.08
export IMPL_ys_cells=110
export IMPL_power_frac_clock_pct=36.3
export IMPL_portBuffers=18
export IMPL_wl_met2_um=872
export IMPL_seqPwrFrac_pct=61.1
export IMPL_cp_arrival_ns=2.93
export IMPL_stdcell_area_sq_um=1511
export IMPL_slowest_delay_ns=0.68
export IMPL_comb_area_sq_um=580.6
export IMPL_grt_max_degree=17
export IMPL_grt_overflow=0
export IMPL_hold_violations=0
export IMPL_ys_area_sq_um=1219
export IMPL_ys_seq_share_pct=47.64
export IMPL_worst_path_buf_inv=1
export IMPL_antenna_found_initial=0
export IMPL_regArea_sq_um=580.6
export IMPL_clockBufferDepth=2
export IMPL_rsz0062_at_grt="false"
export IMPL_start_kind="flop"
export IMPL_cts_setup_buffers=0
export IMPL_path_cells="ha_1 > nand3_4 > nor4_4 > mux2_2 > inv_1 > ha_1 > mux2i_1 > a211oi_1"
export IMPL_worstMarginPinSlew_ns=0.7790
export IMPL_powerDensity_nw_per_um2=322.1
export IMPL_num_vias=784
export IMPL_routedWlPerCell_um=10.24
export IMPL_place_ws_ns=0.7384
export IMPL_num_antenna_cells=0
-- through the flow --
stage	cells	power (uW)
detailed placement	200	317.3
global route	204	507.5
CTS	204	495.0
floorplan	114	311.9
finish	204	486.9
global placement	200	317.2
-- layer usage --
| layer | up-vias | track usage, % |
|---|---|---|
| met5 | - | 0 |
| met4 | 0 | 0.8949 |
| met3 | 2 | 0.5690 |
| met2 | 15 | 5.939 |
| met1 | 362 | 5.981 |
| li1 | 405 | - |
-- cell usage after synthesis --
cell type	instances	area, sq um
clkbuf_1	1	3.750
clkbuf_2	1	5.000
mux2i_1	9	90.09
edfxtp_1	8	240.2
inv_1	5	18.77
nor2_1	9	33.78
a211oi_2	1	12.51
a211oi_1	3	22.52
nand3_4	1	17.52
or3_1	1	6.260
dfxtp_1	17	340.3
or3b_2	1	8.760
o21ai_0	3	15.01
and4_2	1	10.01
o32ai_1	1	8.760
nor4_4	1	21.27
nand2b_1	1	6.260
mux2_2	7	78.83
and3_1	3	18.77
conb_1	2	7.510
nand3_1	3	15.01
xnor2_1	2	17.52
o22ai_1	1	6.260
o31ai_1	1	7.510
buf_4	6	45.04
nand2_1	8	30.03
xor2_1	5	43.79
ha_1	6	75.07
nor2b_1	2	12.51
-- logic make-up (layout without fill, tap and decap cells) --
| kind of cell | count (synthesis) | after routing | synth area share, % |
|---|---|---|---|
| AOI/OAI and AO/OA | 10 | 10 | 5.955 |
| xor gates and xnor gates | 7 | 7 | 5.031 |
| and+or+nand+nor | 31 | 31 | 14.78 |
| buffers and inverters | 13 | 28 | 5.954 |
| adders and majority gates | 6 | 6 | 6.160 |
| muxes | 16 | 16 | 13.86 |
| DFF | 25 | 25 | 47.64 |
| other | 2 | 6 | 0.6162 |
-- power by group through the flow --
stage     combinational, uW  clock, uW  sequential, uW
4_1_cts                13.0        184             298
5_1_grt                13.6        196             298
6_report               12.4        177             298
-- worst paths after layout --
path,depth (start not counted),startpoint,to
max,8,segclk[0],gout[3]
min reg2reg,0,flop,flop
max reg2reg,8,segclk[0],gout[3]
min,0,flop,flop
-- placed cells by master (no fill, tap or decap), types with 2 or more instances in the layout --
cell type and n:
clkdlybuf4s50_1 18, o21ai_0 3, nand2_1 8, ha_1 6, edfxtp_1 8, nor2b_1 2
and3_1 3, xor2_1 5, xnor2_1 2, dfxtp_1 17, mux2i_1 9, mux2_2 7
nor2_1 9, conb_1 6, inv_1 5, a211oi_1 3, clkbuf_8 3, nand3_1 3
-- cell type report --
class,count,area share [%]
flip-flops and latches,25,38.41
multi-input cells,76,38.41
repair buffers,19,12.42
well taps,75,6.209
clock buffers,3,2.732
inverters,5,1.242
clock inverters,1,0.5795
No activity file was given, so power comes from the tool's default toggle rates.
