<file path="./design.v">
`timescale 1ns / 1ps
module bubblesort_normal(ra,rb,rc,rd,a,b,c,d);
    output [3:0] ra,rb,rc,rd;
    input [3:0] a,b,c,d;
    reg [3:0] ra,rb,rc,rd;
    reg [3:0] va,vb,vc,vd;
    always @( a or b or c or d)
        begin
           {va,vb,vc,vd} = {a,b,c,d};
            sort2(va,vc);
            sort2(vb,vd);
            sort2(vc,vd);
            sort2(vb,vc);
            {ra,rb,rc,rd} = {va,vb,vc,vd};
        end
 task sort2;
    inout [3:0] x,y;
    reg [3:0] tmp;
    if(x>y)
        begin
            tmp = x;
            x=y;
            y=tmp;
        end
 endtask
endmodule
</file>
<file path="./constraint.sdc">
current_design bubblesort_normal

set clk_period 10.7
set clk_io_pct 0.2

create_clock -name clk0 -period $clk_period

set non_clock_inputs [all_inputs -no_clocks]
set_input_delay [expr $clk_period * $clk_io_pct] -clock clk0 $non_clock_inputs
set_output_delay [expr $clk_period * $clk_io_pct] -clock clk0 [all_outputs]
</file>
<file path="./run.sh">
#!/bin/bash
# OpenROAD 26Q1-2900-gdf79404cd8, Yosys 0.63+post, stock flow scripts
make -C /OpenROAD-flow-scripts/flow DESIGN_CONFIG=/design/flow/config.mk WORK_HOME=/design/flow/orfs finish
</file>
<file path="./config.mk">
export PLATFORM = sky130hd
export DESIGN_NAME = bubblesort_normal
export DESIGN_NICKNAME = bubblesort_normal
export VERILOG_FILES = /design/flow/design.v
export SDC_FILE = /design/flow/constraint.sdc
export NUM_CORES = 4
export LEC_CHECK = 1
export CORE_AREA = 10 10 77 77
export DIE_AREA = 0 0 87 87
</file>
==> results.tsv <==
metric	value	unit
die_x	87	µm
n_sequential_cell	0	
slowest_stage	clkdlybuf4s50_1	
critPathLaunchType	input port	
p_leak	0.575	nW
hold_buffers	0	
cpMostUsedCell	a21oi_1	
cts_setup_buffers	0	
grt_max_degree	12	
vdd_drop_max	0.0000394	V
maxSlewHeadroom	69.3	%
min_period	9590	ps
area_delta_synth_final	45.9	%
yosysWarningCount	1	
rsz0062_at_grt	no	
die_y	87	µm
min_path_type	in2out	
grt-ovfl-total	0	
cts_resized	0	
power.density	133	mW/mm²
finalMaxSlewViolations	0	
row_count	24	
endpoint_kind	primary output	
grt_pass1_wl	3250	µm
dpl.hpwl	1880	µm
ys_chip_area	831	µm²
die_area	0.00757	mm²
mi_logic_area	759	µm²
fillCellCount	456	
setup_tns	0	ps
n_antenna_cell	0	
drv_cap	0	
vias_per_cell	4.17	
antenna_found_initial	0	
io_buffer_count	32	
routed_wirelength	2050	µm
power.total	0.161	mW
status	completed	
warning_count	32	
slowest_delay	490	ps
setup_viol	0	
worst_pin_slew	460	ps
yosys_cells	102	
ys_seq_share	0	%
path_class	in2out	
finalClockPeriodUsage	89.7	%
final_util	27.8	%
path_cells	clkdlybuf4s50_1 -> inv_1 -> ha_1 -> nor2b_2 -> o211ai_1 -> a21oi_1 -> buf_4 -> nor2_1 -> a21oi_1 -> ha_1 -> a21oi_1 -> a31o_2 -> o311ai_4 -> nor3_4 -> mux2_4 -> ha_1 -> o21ai_0 -> nand2b_1 -> a21oi_1 -> a41o_1 -> mux2i_1 -> clkdlybuf4s50_1	
timing.fmax	0.104	GHz
regArea	0	µm²
arrival	7450	ps
ant_nets	0	
synthCells	102	
hold_viol_final	0	
fp_util	19.1	%
routabilityCongestion	0.775	
num_vias	768	
pin_count	32	
synth_cell_types	28	
syn_area_per_cell	8.15	µm²
first_global_vias	708	
syn-cell-area	831	µm²
cp_max_fo	11	
drc	0	
wire_per_inst	11.1	µm
nClkBuffers	0	
min_path_cells	4	
drt_pass1_iterations	3	
critPathRequiredTime	8560	ps
grt_usage	5.03	%
drtIter0Drc	23	
drive_gt1_share	14.4	%
core	0.00435	mm²
[cells in the mapped netlist, drive strengths merged]
cell	count	area, µm²
buf	1	3.75
mux2i	15	163
inv	16	60.1
nor2b	3	23.8
nand2b	1	6.26
a22o	1	8.76
o21ai	2	10.0
o211ai	3	27.5
and4	2	17.5
a41o	1	10.0
o21a	1	8.76
a21oi	14	81.3
nor2	9	33.8
or2	1	6.26
a31o	1	8.76
clkbuf	2	7.51
nand2	3	11.3
mux2	6	78.8
a211o	1	8.76
o311ai	1	26.3
nor3b	2	25.0
nor3	1	16.3
ha	15	188
[cell families after synthesis]
logic type | count (synthesis) | synth area share [%]
simple gates | 22 | 16.9
compound gates | 25 | 22.9
fa+ha+maj | 15 | 22.6
mux | 21 | 29.1
buf+inv | 19 | 8.58
[cell usage in the layout, fill, tap and decap left out, drive strengths merged, types with 3 or more instances in the layout]
cell type and n:
nand2 3, a21oi 14, clkdlybuf4s50 32, mux2i 15, nor2 9, nor2b 3, inv 16, mux2 6
ha 15, o211ai 3
[area by class of cell]
class,instances,share of cell area [%]
Timing Repair Buffer,33,27.0
Inverter,16,4.95
Tap cell,52,5.37
Multi-Input combinational cell,83,62.6
[per-stage QoR]
stage	cell area [µm²]	std cells	setup slack (ps)	hold WS, ps
5_1_grt	1210	184	608	5330
3_5_place_dp	1210	184	1080	5280
2_1_floorplan	831	102	2340	4330
3_3_place_gp	1210	184	1090	5270
4_1_cts	1210	184	1080	5280
6_report	1210	184	1110	5270
[worst paths after layout]
check / start / to / slack [ps]
min: c[0] / ra[0] / 5270
max: d[1] / rb[1] / 1110
[power by group]
group	leakage [nW]	internal [mW]	switching (mW)
sequential	0	0	0
combinational	0.575	0.0969	0.0638
clock	0	0	0
[worst max-delay path: cells and delay by family]
family                   cells  cell delay, ps
AND/OR/NAND/NOR              4             630
multiplexers                 2             620
buffers and inverters        4            1270
adder cells (fa/ha/maj)      3             920
AND-OR/OR-AND                9            1870
[metal layers]
metal | share of wire, % | global-route usage [%] | up-vias
li1 | - | - | 430
met1 | 45 | 6.53 | 326
met2 | 47 | 8.66 | 12
met3 | 7.3 | 1.23 | 0
met4 | 0 | 0 | 0
met5 | 0 | 0 | -
Power figures rest on the tool's default switching activity, not on a simulated workload.
