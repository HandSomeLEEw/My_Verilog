--- /design/flow/constraint.sdc ---
current_design bubblesort_for

set clk_period 45.7
set clk_io_pct 0.2

create_clock -name clk0 -period $clk_period

set non_clock_inputs [all_inputs -no_clocks]
set_input_delay [expr $clk_period * $clk_io_pct] -clock clk0 $non_clock_inputs
set_output_delay [expr $clk_period * $clk_io_pct] -clock clk0 [all_outputs]
--- /design/flow/config.mk ---
export PLATFORM = sky130hd
export DESIGN_NAME = bubblesort_for
export DESIGN_NICKNAME = bubblesort_for
export VERILOG_FILES = /design/flow/design.v
export SDC_FILE = /design/flow/constraint.sdc
export NUM_CORES = 4
export LEC_CHECK = 1
export CORE_UTILIZATION = 40
--- /design/flow/design.v ---
`timescale 1ns / 1ps
module bubblesort_for(a1,a2,a3,a4,a5,a6,a7,a8,x1,x2,x3,x4,x5,x6,x7,x8);
output [3:0] a1,a2,a3,a4,a5,a6,a7,a8;
input [3:0] x1,x2,x3,x4,x5,x6,x7,x8;
reg [3:0] a1,a2,a3,a4,a5,a6,a7,a8;
reg [3:0] Myarray [7:0];
    task bbsort;
    integer i,j;
    output [3:0] a1,a2,a3,a4,a5,a6,a7,a8;
    input [3:0] x1,x2,x3,x4,x5,x6,x7,x8;
    reg [3:0] a1,a2,a3,a4,a5,a6,a7,a8;
    reg [3:0] Myarray [7:0];
    reg [3:0] tmp;
    begin
     Myarray[0] = x1;
     Myarray[1] = x2;
     Myarray[2] = x3;
     Myarray[3] = x4;
     Myarray[4] = x5;
     Myarray[5] = x6;
     Myarray[6] = x7;
     Myarray[7] = x8;
     for(i=0;i<7;i=i+1)
        begin
            for(j=i+1;j<8;j=j+1)
                begin
                    if(Myarray[i]>Myarray[j])
                        begin
                            tmp = Myarray[j];
                            Myarray[j] = Myarray[i];
                            Myarray[i] =tmp;
                        end
                end
        end
        a1 = Myarray[0];
        a2 = Myarray[1];
        a3 = Myarray[2];
        a4 = Myarray[3];
        a5 = Myarray[4];
        a6 = Myarray[5];
        a7 = Myarray[6];
        a8 = Myarray[7];
    end
    endtask
    always @ (*)
    begin
    bbsort(a1,a2,a3,a4,a5,a6,a7,a8,x1,x2,x3,x4,x5,x6,x7,x8);
    end
endmodule
--- /design/flow/run.sh ---
#!/bin/bash
# OpenROAD 26Q1-2900-gdf79404cd8, Yosys 0.63+post, stock flow scripts
make -C /OpenROAD-flow-scripts/flow DESIGN_CONFIG=/design/flow/config.mk WORK_HOME=/design/flow/orfs finish
==> flow_metrics.py <==
# Physical implementation metrics
metrics = {
    "status": {
        "outcome": "finished, final reports clean",
    },
    "sta": {
        "fin_crit_ns": 42.20,
        "rsz0062_at_grt": "no",
        "tns_ns": 0,
        "hold_viol": 0,
        "max_freq_mhz": 23.7,
        "worst_pin_slew_ns": 0.856,
        "timing.slew.headroom_pct": 42.5,
        "setup_viol": 0,
        "fin_crit_sh_pct": 92.3,
        "slew_viol_final": 0,
    },
    "layout": {
        "finalNonFillerCells": 1284,
        "flop_area_um2": 0,
        "syn_to_final_growth_pct": 12.4,
        "drive_gt1_share_pct": 8.83,
        "clock_buffer_count": 0,
        "flop-count": 0,
    },
    "logic_synthesis": {
        "top_area_cell": "ha_1",
        "mux_share_pct": 16.1,
        "ys_sh_xor_pct": 1.14,
        "yosys.area_share.adder_pct": 14.6,
        "synth_chip_area_mm2": 0.00692,
        "top_logic_kind": "AND-OR/OR-AND gates",
        "synthAoiAreaFrac_pct": 37.9,
        "ys_types": 101,
        "ys_cells": 1015,
        "ys_seq_share_pct": 0,
        "yosysWarningCount": 2,
        "synth_area_mm2": 0.00692,
        "topCellsByArea": "ha_1 14%, mux2i_1 9.6%, a21oi_1 5.8%",
        "netlist_instances": 1015,
        "top_area_share_pct": 14.1,
        "syn_area_per_cell_um2": 6.81,
        "simple_gate_area_share_pct": 23.5,
    },
    "worst_setup_path": {
        "slowest_delay_ns": 0.71,
        "crit_path_end_kind": "output port",
        "worst_setup_path_start_kind": "input port",
        "required_ns": 36.56,
        "cp-startpoint": "x2[1]",
        "setup.worst_path.end": "a8[1]",
        "cp_slowest_cell": "nor3_1",
        "cp.arrival_ns": 33.06,
        "crit_fanout": 11,
        "worstSetupPathType": "input port to output port",
        "crit_path_frequent_cell": "ha_1",
    },
    "grt": {
        "antenna_found_initial": 0,
        "grt_pass1_wl_um": 30900,
        "grt_max_degree": 13,
        "grt_overflow": 0,
        "grt.total_usage_pct": 20.6,
        "grt_pass1_vias": 6653,
    },
    "route": {
        "vias": 7413,
        "drt_wl_total_um": 18100,
        "antenna_left": 0,
        "antennaDiodeCount": 0,
        "viasPerCell": 5.77,
        "wl_per_cell_um": 14.1,
        "drt_iter0_drc": 466,
        "first_pass_iters": 5,
        "drc": 0,
    },
    "min_path": {
        "hold_path_class": "input port to output port",
    },
    "placement": {
        "post-dp-hpwl_um": 15300,
        "dpl.cell_count": 1284,
        "port_buffers": 64,
        "gp_congestion": 0.889,
    },
    "die": {
        "core.rowCount": 47,
        "fp_util_pct": 41.3,
        "die_w_um": 133,
        "num_io_pins": 64,
        "die-area_mm2": 0.0178,
        "die_h_um": 133,
        "core_mm2": 0.0168,
    },
    "clocking": {
        "cts_hold_buf": 0,
        "cts_setup_buffers": 0,
        "ctsResizeCount": 0,
    },
    "flow_run": {
        "warning_count": 32,
        "drv_cap": 0,
    },
}
[synthesized netlist by cell type (all sizes together) (19+ instances only)]
master	number
o21ai	84
a21oi	83
o211ai	19
ha	78
nand3	32
nor3	20
nor2	92
mux2i	68
inv	97
mux2	37
nand2	106
[critical path: cells and delay by family]
family	cells	cell delay, ns
buffers and inverters	11	1.92
and+or+nand+nor	21	4.06
muxes	11	3.67
adders and majority gates	14	4.43
AOI/OAI and AO/OA	38	9.82
[worst min path at each step]
| stage | startpoint | to | slack (ns) | cells past startpoint |
|---|---|---|---|---|
| 4_1_cts | x8[0] | a1[0] | 19.26 | 4 |
| 5_1_grt | x8[0] | a1[0] | 19.32 | 4 |
| 6_report | x8[2] | a1[2] | 19.26 | 4 |
[placed cells by master, fill, tap and decap left out, types with 4 or more instances in the layout]
cell type | Yosys | routed
o211a_1 | 8 | 8
a31o_2 | 5 | 5
o22ai_1 | 10 | 10
o21a_1 | 15 | 15
a21oi_1 | 80 | 80
inv_1 | 96 | 96
nor2_1 | 91 | 91
nand2b_1 | 8 | 8
xnor2_1 | 8 | 8
o21ai_0 | 72 | 72
nand3_1 | 31 | 31
a22oi_1 | 5 | 5
nor3_1 | 19 | 19
and4_1 | 4 | 4
a41o_1 | 4 | 4
o21ai_1 | 9 | 9
mux2_2 | 32 | 32
mux2i_1 | 66 | 66
a221oi_1 | 5 | 5
and2_1 | 15 | 15
a211oi_4 | 4 | 4
clkdlybuf4s50_1 | 0 | 64
a21o_1 | 9 | 9
o31ai_1 | 7 | 7
a41oi_1 | 6 | 6
a211oi_1 | 6 | 6
nor2b_1 | 15 | 15
buf_4 | 1 | 6
a211o_1 | 6 | 6
a21boi_0 | 5 | 5
o211ai_1 | 17 | 17
ha_1 | 78 | 78
o2111ai_1 | 5 | 5
a31oi_1 | 16 | 16
and3_1 | 10 | 10
a211oi_2 | 4 | 4
o22a_1 | 7 | 7
or2_2 | 9 | 9
nand2_1 | 106 | 106
nand4_1 | 8 | 8
[logic make-up after synthesis]
logic type / count (synthesis)
AOI/OAI and AO/OA: 364
and+or+nand+nor: 338
buffers and inverters: 118
muxes: 105
adders and majority gates: 81
xor gates and xnor gates: 9
[final cells by class]
class | instances | area, um2
Tap cell | 220 | 275
Fill cell | 1748 | 8990
Inverter | 97 | 364
Multi-Input combinational cell | 897 | 6450
Timing Repair Buffer | 70 | 686
[per-stage QoR]
step	utilization (%)	hold slack (ns)	setup WS [ns]	instance area [um2]
3_5_place_dp	46.4	19.26	3.73	7770
6_report	46.4	19.26	3.50	7770
5_1_grt	46.4	19.32	1.32	7770
3_3_place_gp	46.4	19.25	4.12	7770
2_1_floorplan	-	18.34	6.94	6920
4_1_cts	46.4	19.26	3.61	7770
[metal layers]
metal | GRT usage [%] | up-vias | routed length [um] | part of all wire [%]
met5 | 0 | - | 0 | 0
met1 | 31.1 | 3326 | 9380 | 52
met3 | 0.505 | 8 | 629 | 3.5
met4 | 1.20 | 0 | 102 | 0.56
met2 | 34.2 | 146 | 8030 | 44
li1 | - | 3933 | - | -
